**flow/design.v**
```verilog
module adder #(parameter W = 8) (
    input  logic [W-1:0] a, b, 
    output logic [W-1:0] out
);
    assign out = a + b;
endmodule
```
**flow/run.sh**
```bash
#!/bin/bash
# OpenROAD 26Q1-2900-gdf79404cd8, Yosys 0.63+post, stock flow scripts
make -C /OpenROAD-flow-scripts/flow DESIGN_CONFIG=/design/flow/config.mk WORK_HOME=/design/flow/orfs finish
```
**flow/config.mk**
```make
export PLATFORM = sky130hd
export DESIGN_NAME = adder
export DESIGN_NICKNAME = adder
export VERILOG_FILES = /design/flow/design.v
export SDC_FILE = /design/flow/constraint.sdc
export NUM_CORES = 4
export LEC_CHECK = 1
export CORE_AREA = 10 10 70 70
export DIE_AREA = 0 0 80 80
```
**flow/constraint.sdc**
```tcl
current_design adder

set clk_period 4.6
set clk_io_pct 0.2

create_clock -name clk0 -period $clk_period

set non_clock_inputs [all_inputs -no_clocks]
set_input_delay [expr $clk_period * $clk_io_pct] -clock clk0 $non_clock_inputs
set_output_delay [expr $clk_period * $clk_io_pct] -clock clk0 [all_outputs]
```
==> ci_impl_report.md <==
## PnR job results

| Metric | Value |
|---|---|
| Nature of the critical path endpoint | `output pin` |
| Storage element area | `0 sq um` |
| # setup viols final | `0` |
| Crit-path max FO | `3` |
| DP Cell Count | `around 110` |
| OpenROAD warning count | `32` |
| # rows | `21` |
| RSZ-0062 raised after global routing | `no` |
| Status | `completed` |
| Final Hold Fails | `0` |
| Synthesized area | `around 330 sq um` |
| WHS | `2.86 ns` |
| Fin Setup TNS | `0 ns` |
| MI comb area | `roughly 310 sq um` |
| First-pass GRT wire length | `roughly 1.8 mm` |
| Core Region | `around 0.0034 sq mm` |
| Io pins | `24` |
| Antenna violations before repair | `0` |
| Largest net degree at the start of global routing | `7` |
| Avg Cell Area, Syn | `roughly 8 sq um` |
| Post-synthesis cell count | `approximately 42` |
| DR vias/cell | `3.49` |
| Min-Delay Path Class | `in -> out` |
| Minimum clock period | `3.89 ns` |
| Yosys warns | `0` |
| Final wirelength | `1.13 mm` |
| Cell count in the Yosys report | `between 40 and 50` |
| Xor+xnor area frac | `10.6%` |
| Initial DRC count | `28` |
| Max Freq | `~260 MHz` |
| Largest logic family | `AND-OR/OR-AND gates` |
| Count of unique library cells instantiated by Yosys | `23` |
| GRT Residual Overflow | `0` |
| Die Area | `~0.0064 sq mm` |
| CTS resizes | `0` |
| Vias | `a little under 400` |
| ANT cells | `0` |
| Final period utilization | `~85%` |
| VDD IR max | `36.2 uV` |
| Seq_cells | `0` |
| Yosys simple share | `14.0%` |
| Die Y | `around 80 um` |
| Vias in the first global route | `around 400` |
| Initial Utilization | `under 10%` |
| Fillcell total | `around 390` |
| Dpl ws | `roughly 0.67 ns` |
| Compound-gate portion of the synthesized area | `37.4%` |
| P_leak | `between 0.2 and 0.25 nW` |
| Worst slew pin tran | `approximately 0.42 ns` |
| Drt pass-1 iters | `4` |
| HPWL after DPL | `1.03 mm` |
| PnR worst setup slack | `around 0.71 ns` |
| Mux frac, synth | `0%` |
| Kind of critical path | `in -> out` |
| Worst path arrival time | `about 3.0 ns` |
| Drt wl/cell | `slightly above 10 um` |
| CTS Hold Buffers Added | `0` |
| CP Launch Type | `primary input` |
| Final slew viol count | `0` |
| GPL Wtd Cong | `0.719` |
| Die X | `80 um` |
| GRT Total Usage | `around 3.4%` |
| Remaining antenna violation count | `0` |
| Share of layout cells above drive strength 1 | `1.52%` |
| Power per cell area | `approximately 120 mW/mm^2` |
| Port-buffer cells | `24` |
| Adder Share, Synth | `between 30% and 40%` |
| Top-area cell share | `a little over a quarter` |
| Top area cell types | `ha_1, a21oi_1, o211ai_1` |
| Post-Layout Cell Count | `between 100 and 150` |
| MaxCap Viol Count | `0` |
| Area leader, netlist | `ha_1` |
| Data required, critical path | `3.68 ns` |
| DRC viols | `0` |
| Area grow syn2layout | `89.8%` |
| YS chip area | `332 sq um` |
| Worst slew margin | `slightly above 70%` |
| Post-CTS setup buffers | `0` |
| Clkbuf count | `0` |
| Post-synth seq share | `0%` |
-- stage by stage --
stage	cell area (sq um)	power [mW]	util, %
finish	629	0.0779	18.4
detailed placement	629	0.0794	18.4
global route	629	0.0878	18.4
global placement	629	0.0792	18.4
CTS	629	0.0803	18.4
floorplan	332	0.0331	-
-- cell usage in the layout (no fill, tap or decap) --
cell type / count
ha_1: 7
nor3b_1: 1
xor2_1: 2
nor2_1: 1
a221oi_1: 1
o21a_1: 1
nand2b_1: 1
nor2b_4: 1
o2bb2ai_1: 1
clkdlybuf4s50_1: 24
inv_1: 5
o31a_1: 1
nand2_1: 1
o311ai_1: 1
a21oi_1: 5
a211oi_1: 1
o211ai_1: 3
a21o_1: 1
o21ai_0: 2
o311ai_0: 1
xnor2_1: 2
nor3_1: 1
fa_1: 1
nor2b_1: 1
-- synthesized netlist by cell type --
master	count
ha_1	7
a21oi_1	5
inv_1	5
o211ai_1	3
o21ai_0	2
xnor2_1	2
xor2_1	2
a211oi_1	1
a21o_1	1
a221oi_1	1
fa_1	1
nand2_1	1
nand2b_1	1
nor2_1	1
nor2b_1	1
nor2b_4	1
nor3_1	1
nor3b_1	1
o21a_1	1
o2bb2ai_1	1
o311ai_0	1
o311ai_1	1
o31a_1	1
-- where the power goes --
part | internal, mW | switching [mW] | leakage, nW
clock | 0 | 0 | 0
sequential | 0 | 0 | 0
combinational | 0.0507 | 0.0272 | 0.242
-- layout make-up --
type	count	area share (%)
Inverter	5	2.98
Multi-Input combinational cell	37	49.7
Timing Repair Buffer	24	38.2
Tap cell	46	9.15
-- final timing paths --
path / startpoint / to / depth (start not counted)
worst min-delay path: b[0] / out[0] / 3
worst max-delay path: a[0] / out[6] / 8
-- critical path: stages --
cell and delay, ns:
clkdlybuf4s50_1 0.46, ha_1 0.19, inv_1 0.06, fa_1 0.43, nor2b_4 0.14, o311ai_0 0.12, o311ai_1 0.12, clkdlybuf4s50_1 0.52
-- cell families after synthesis --
| family | count (synthesis) |
|---|---|
| AND-OR/OR-AND | 18 |
| XOR/XNOR | 4 |
| adder cells (fa/ha/maj) | 8 |
| buffers and inverters | 5 |
| AND/OR/NAND/NOR | 7 |
-- layer usage --
layer	part of all wire, %	vias up	wire [um]	GRT usage, %
met3	17	0	196	2.05
met2	40	20	453	4.98
met5	0	-	0	0
met1	42	160	476	4.43
met4	0	0	0	0
li1	-	211	-	-
Power and IR drop assume default switching activity.
