`flow/config.mk`:
```
export PLATFORM = sky130hd
export DESIGN_NAME = regfile
export DESIGN_NICKNAME = regfile
export VERILOG_FILES = /design/flow/design.v
export SDC_FILE = /design/flow/constraint.sdc
export NUM_CORES = 4
export LEC_CHECK = 1
export CORE_UTILIZATION = 40
```
`flow/constraint.sdc`:
```
current_design regfile

set clk_period 3.0
set clk_io_pct 0.2

create_clock -name clk0 -period $clk_period [get_ports {clk}]

set non_clock_inputs [all_inputs -no_clocks]
set_input_delay [expr $clk_period * $clk_io_pct] -clock clk0 $non_clock_inputs
set_output_delay [expr $clk_period * $clk_io_pct] -clock clk0 [all_outputs]
```
`flow/design.v`:
```
module regfile (
    input  logic        clk,
    input  logic        we3,
    input  logic [3:0]  ra1, ra2, wa3,
    input  logic [15:0] wd3,
    output logic [15:0] rd1, rd2 
);
    logic [15:0] REGFILE[15:0];
    assign rd1 = (ra1 == 0) ? 0 : REGFILE[ra1];
    assign rd2 = (ra2 == 0) ? 0 : REGFILE[ra2];
    always_ff @(posedge clk)
        if (we3) REGFILE[wa3] <= wd3;
endmodule
```
`flow/run.sh`:
```
#!/bin/bash
# OpenROAD 26Q1-2900-gdf79404cd8, Yosys 0.63+post, stock flow scripts
make -C /OpenROAD-flow-scripts/flow DESIGN_CONFIG=/design/flow/config.mk WORK_HOME=/design/flow/orfs finish
```
==> job_summary.md <==
## Implementation flow summary

| Metric | Value |
|---|---|
| Outcome | `finished clean` |
| Routed Antenna Nets | `0` |
| Crit start category | `input port` |
| Clock Pin Slew Worst Setup and Hold Paths | `60 ps` |
| Vias in the first global route | `7301` |
| Post-synth EDFFs | `240` |
| GR peak layer | `met2` |
| Most frequent cells after synthesis | `240 x edfxtp_1, 77 x mux2i_1, 69 x mux4_2` |
| Clk root buf | `clkbuf_16` |
| Cycle use final | `98.4%` |
| Main synth FF type | `edfxtp_1` |
| Worst hold margin | `959 ps` |
| Clock sinks | `240` |
| CTS tree | `done` |
| Area Growth Syn to Fin | `23.5%` |
| CP Max Fanout | `15` |
| Yosys stat cell total | `613` |
| Vias/cell | `5.89` |
| Max VDD drop | `0.432 mV` |
| Routed WL | `28.8 mm` |
| CP arrival | `2350 ps` |
| CORE AREA | `27300 µm²` |
| Pwr/cell area | `561 nW/µm²` |
| Fmax | `339 MHz` |
| Die Span X | `169 µm` |
| Layout cell share with drive strength beyond 1 | `38.1%` |
| Flops out of synthesis | `240` |
| Cts bufs inserted | `27` |
| RSZ-0062 raised after global routing | `no` |
| Hold Path Class | `in -> reg` |
| CTS Buffer Depth | `3` |
| Asr flop ratio synth | `0%` |
| Log Warnings | `25` |
| Synth Seq Share | `64.3%` |
| CTS H-tree lvls | `1` |
| Unique masters post-synth | `32` |
| Flop area | `7210 µm²` |
| Final tally of setup violations | `0` |
| Crit path from | `ra1[2]` |
| Fill cells | `2137` |
| CP Data Required Time | `2400 ps` |
| I/O pin count | `62` |
| Top cell area share | `64.3%` |
| GRT met1 Usage | `29.6%` |
| Placed insts | `1070` |
| Pre-antenna DRT Iters | `5` |
| Grt met3 use | `12.6%` |
| Yosys warns | `1` |
| Non-Filler Instances | `1123` |
| Global-route wire length before repair | `43.8 mm` |
| Gr ovfl total | `0` |
| Fin. Hold Viols | `0` |
| Leak | `4.66 nW` |
| Netlist Area Pre-Place | `11200 µm²` |
| # DRC | `0` |
| Hold path cells | `1` |
| Max-Cap Viols | `0` |
| Yosys synthesis chip area | `11200 µm²` |
| Largest area contributor in the synthesized netlist | `edfxtp_1` |
| Slowest CP cell | `a221oi_1` |
| Final max-slew violation count | `0` |
| Die area | `28700 µm²` |
| Final Critical Period | `2950 ps` |
| Synthesized instance count | `613` |
| GRT Overall Usage | `22.8%` |
| Chip height | `169 µm` |
| Top cells by area | `edfxtp_1 64%, mux4_2 14%, mux2i_1 6.9%` |
| Initial DRC count | `483` |
| Via count | `6614` |
| WS Path Type | `in -> out` |
| Rel. slew slack | `62.9%` |
| HP Start | `wd3[10]` |
| Port bufs | `61` |
| Critical-path cell list | `clkdlybuf4s15_1 > buf_4 > or2_4 > a221oi_1 > a221oi_4 > o221a_2 > clkdlybuf4s50_1` |
| CP max stage delay | `410 ps` |
| Largest Register | `REGFILE` |
| Yosys top cell by instances | `edfxtp_1` |
| Syn avg cell area | `18.3 µm²` |
| Antenna cells | `0` |
| Global placer's final weighted congestion | `0.864` |
| Logic area | `3930 µm²` |
| Largest net degree at the start of global routing | `21` |
| FP Core Util | `41.1%` |
| Setup TNS | `0 ps` |
| Worst slew pin tran | `555 ps` |
| Grt met2 use | `35.3%` |
| Hold Path End | `REGFILE[3][10]` |
| Critical Path Sink Type | `output pin` |
| Post-DP HPWL | `18.6 mm` |
| Biggest regs | `REGFILE: 240 flops` |
| Routed len/inst | `25.7 µm` |
| Row count | `60` |
| Max FFs per register | `240` |
| Antenna violations before repair | `0` |
## layout by cell type (no fill, tap or decap), types with 14 or more instances in the layout
| cell | synthesis | final |
|---|---|---|
| o221a_2 | 14 | 14 |
| clkbuf_16 | 0 | 27 |
| a21oi_1 | 27 | 22 |
| mux4_2 | 69 | 69 |
| edfxtp_1 | 240 | 240 |
| a221oi_2 | 0 | 16 |
| mux2_2 | 31 | 31 |
| mux2i_1 | 77 | 77 |
| clkdlybuf4s50_1 | 0 | 53 |
| buf_4 | 13 | 66 |
## routing by layer
metal / up-vias / share of wire (%) / routed length, µm
met5: - / 0 / 0
met4: 0 / 2.4 / 690
met3: 53 / 13 / 3690
met2: 412 / 49 / 14100
met1: 3291 / 36 / 10300
li1: 2858 / - / -
## report_power, final
part           switching, mW  internal (mW)  total [mW]  leakage [nW]
Sequential            0.0287           3.76        3.79          2.17
Combinational          0.381          0.430       0.810          2.08
Clock                   1.27           1.89        3.17         0.418
## area by class of cell
cell class	instances	share of cell area, %
Inverter	1	0.0271
Sequential cell	240	52.1
Timing Repair Buffer	142	9.94
Tap cell	372	3.36
Multi-Input combinational cell	321	28.4
Clock buffer	29	4.94
Clock inverter	18	1.24
## worst max-delay path, delay by kind of cell
kind                   cells  cell delay, ps
buffers and inverters      3             770
AND-OR/OR-AND              3             620
AND/OR/NAND/NOR            1             330
## worst max-delay path by stage
stage / end / slack (ps)
after CTS: rd2[13] / 0.3
after global routing: rd1[6] / 8
final: rd1[5] / 50
## repair_timing
item                                    CTS  global route
hold buffers                              0             0
endpoints found under the setup margin   24            25
resized                                  28            16
setup buffers                             0             5
pin swaps                                 0             2
gates cloned                              1             0
## cell families after synthesis
kind of cell / after synthesis / share of synthesized area [%]
compound gates: 102 / 7.24
buf+inv: 52 / 2.71
flops: 240 / 64.3
mux: 177 / 23.9
simple gates: 42 / 1.89
## per-stage QoR
| stage | util, % | power, mW | worst slack, ps | cell area [µm²] |
|---|---|---|---|---|
| after floorplan | - | 4.26 | 618 | 11200 |
| after global placement | 46.6 | 4.61 | -500 | 12700 |
| after detailed placement | 46.6 | 4.63 | -476 | 12700 |
| after CTS | 50.4 | 7.82 | 0.280 | 13700 |
| after global routing | 50.8 | 8.02 | 8.03 | 13800 |
| final | 50.8 | 7.77 | 49.4 | 13800 |
Power and IR drop assume default switching activity.
