==> design.v <==
module memory (
    input  logic        clk,
    input  logic        we,
    input  logic [7:0]  addr,
    input  logic [15:0] wd,
    output logic [15:0] rd
);
    logic [15:0] MEM[255:0];
    assign rd = MEM[addr];
    always_ff @(posedge clk)
        if (we) MEM[addr] <= wd;
endmodule
==> run.sh <==
#!/bin/bash
# OpenROAD 26Q1-2900-gdf79404cd8, Yosys 0.63+post, stock flow scripts
make -C /OpenROAD-flow-scripts/flow DESIGN_CONFIG=/design/flow/config.mk WORK_HOME=/design/flow/orfs finish
==> config.mk <==
export PLATFORM = sky130hd
export DESIGN_NAME = memory
export DESIGN_NICKNAME = memory
export VERILOG_FILES = /design/flow/design.v
export SDC_FILE = /design/flow/constraint.sdc
export NUM_CORES = 4
export LEC_CHECK = 1
export CORE_UTILIZATION = 40
==> constraint.sdc <==
current_design memory

set clk_period 33.8
set clk_io_pct 0.2

create_clock -name clk0 -period $clk_period [get_ports {clk}]

set non_clock_inputs [all_inputs -no_clocks]
set_input_delay [expr $clk_period * $clk_io_pct] -clock clk0 $non_clock_inputs
set_output_delay [expr $clk_period * $clk_io_pct] -clock clk0 [all_outputs]
==> results_slide.txt <==
Key Metrics from the Run

Drt
  – Routed WL: 393000 um
  – Detailed Route Iter0 Violations: 5020
  – Vias per cell: 5.69
  – Post-route ant nets: 0
  – Vias: 72.5k
  – Drt wl/cell: 30.8 um
  – DR pass1 iterations: 5
  – DRC: 0

Logic synthesis
  – Post-synth seq share: 0.793
  – Distinct cells, synth: 21
  – Post-synth regs: 4096
  – Cell count in the Yosys report: 6711
  – Primary FF master, synth: edfxtp_1
  – Cell count after synthesis: approximately 6.7k
  – EDFF count, synth: 4096
  – Largest cells by area after synthesis: edfxtp_1 (79%), mux4_2 (15%), a22oi_1 (2.5%)
  – Synth area leader: edfxtp_1
  – Mapped Area: 0.155 mm^2
  – Yosys warns: 1
  – Async set-reset flop share out of synthesis: 0
  – Synth top cell by count: edfxtp_1
  – Post-synth top cells: edfxtp_1 (4096), mux4_2 (1024), a22oi_1 (512)
  – Avg Inst Size Synth: between 20 and 25 um^2
  – Top-area cell share: 0.793
  – Yosys Chip Area: 0.155 mm^2

Clock tree
  – H-Tree Depth: 5
  – CTS tree: done
  – CTS Root Cell: clkbuf_16
  – # hold bufs at CTS: 0
  – CTS Buffer Depth: 4
  – Post_cts resized: 0
  – Total CTS buffers: approximately 410
  – Post-CTS setup buffers: 0
  – TritonCTS Sinks: around 4k
  – Clock transition at the registers of the reported paths: roughly 0.060 ns

Layout
  – Largest registers: MEM x4096
  – Max reg flops: around 4.1k
  – Largest Register: MEM
  – Filler Cell Count: approximately 31k
  – P&R area growth vs syn: 14.8%
  – Logic area: 0.0308 mm^2
  – Register area: 0.123 mm^2
  – Proportion of layout cells with a drive suffix above 1: 0.293

Worst setup path
  – CP Class: primary input to output port
  – Arr. time, crit path: 13.25 ns
  – Critical Path Start Type: primary input
  – CP endpoint kind: output port
  – Max FO, Critical Path: 69
  – CP max-delay cell: o41ai_2
  – Crit-path cells: buf_16 -> buf_4 -> buf_12 -> buf_4 -> buf_4 -> mux4_2 -> a22oi_1 -> a21oi_1 -> o41ai_2 -> buf_4 -> nand4_1 -> clkdlybuf4s50_1
  – Crit-path max cell delay: 1.04 ns
  – Critical path required time: 27.04 ns
  – CP most frequent cell: buf_4

Floorplan
  – Std cell rows: 228
  – Core box area: 0.386 mm^2
  – Starting Density: 0.402
  – Full die area: slightly below 0.4 mm^2
  – Top Ports: 42
  – Die extent in y: 625 um
  – Die Wd: ~620 um

STA
  – Tmin final: between 20 and 25 ns
  – Final worst path period share: 0.592
  – Fmax: 50.0 MHz
  – Final Hold Viols: 0
  – Hold_ws: 6.19 ns
  – Final Max Tran Viols: 0
  – Slew HR: 0.225
  – Setup violators final: 0
  – Setup TNS: 0 ns
  – Worst slew pin tran: roughly 1.1 ns
  – RSZ-0062 raised after global routing: false

Pwr
  – P_leak: 0.0544 uW
  – PwrDens: between 50 and 60 mW/mm^2
  – Peak VDD IR: 46.9 uV

Global route
  – First-pass GRT wire length: 568000 um
  – GRT Total Usage: 0.225
  – Initial antenna violation count: 12
  – Vias in the first global route: 81.0k
  – Largest net degree at the start of global routing: around 120
  – Total grt overflow: 0

Hold path
  – Hold WC Path Type: primary input to register
  – Hold path cells: 1

Placement
  – GPL Wtd Cong: around 0.86
  – Post-DP HPWL: 230000 um
  – IO Port Bufs: 41

Status
  – Status: finished, final reports clean

Flow run
  – Tool warning count: 35
  – Max_cap viols: 0
-- cell families (layout without fill, tap and decap cells) --
group           after synthesis  in the layout  synth area share
flops                      4096           4096             0.793
mux                        1024           1024             0.149
compound gates              832            832            0.0367
buf+inv                     421           1279            0.0124
simple gates                338            338           0.00909
other cells                   0             10                 0
-- worst paths after layout --
kind | from | endpoint
min | wd[0] | MEM[219][0]
max | addr[0] | rd[3]
-- cell usage in the layout (no fill, tap or decap), types with 32 or more instances in the layout --
| cell type | Yosys | layout |
|---|---|---|
| a21oi_1 | 256 | 256 |
| clkinv_1 | 0 | 96 |
| o41ai_2 | 0 | 32 |
| clkinv_2 | 0 | 80 |
| edfxtp_1 | 4096 | 4096 |
| clkbuf_16 | 0 | 415 |
| a22oi_1 | 512 | 512 |
| clkbuf_1 | 249 | 78 |
| bufinv_16 | 0 | 46 |
| mux4_2 | 1024 | 1024 |
| buf_4 | 16 | 470 |
| nor2_1 | 232 | 205 |
-- critical path, delay by kind of cell --
family          cells  cell delay (ns)
simple gates        1             0.48
mux                 1             0.60
buf+inv             7             3.56
compound gates      3             1.67
-- per-stage QoR --
step	utilization	cell area [um^2]	instances	power [uW]	setup WS (ns)
finish	0.462	178000	12800	10600	13.79
global route	0.462	178000	12700	10900	13.42
CTS	0.461	178000	12700	10700	13.66
detailed placement	0.426	164000	12000	6190	13.65
global placement	0.426	164000	12000	6190	13.63
floorplan	-	155000	6711	5950	18.37
-- layer usage --
layer / track usage / routed length (um) / vias to the layer above
met3: 0.177 / 69000 / 595
li1: - / - / 30000
met2: 0.335 / 189000 / 4663
met4: 0.0600 / 13600 / 26
met1: 0.256 / 120000 / 37200
met5: 0.0112 / 560 / -
-- area by class of cell --
type                            count  share of cell area
Antenna cell                       10            0.000141
Clock buffer                      493              0.0600
Sequential cell                  4096               0.691
Timing Repair Buffer              522              0.0239
Multi-Input combinational cell   2194               0.173
Tap cell                         5175              0.0364
Clock inverter                    263              0.0157
Inverter                            1           0.0000211
-- power breakdown --
group          total [uW]  internal [uW]  switching (uW)
clock network        4520           2610            1910
registers            5600           5600            2.24
logic                 478            161             317
Power and IR drop assume default switching activity.
